### /design/flow/design.v
module simple_interconnect #(
    parameter WIDTH = 32,
    REGIONS = 5
) (
    input clk,
    input we_m,
    input [WIDTH-1:0] addr_m,
    input [WIDTH-1:0] wd_m,
    input [(REGIONS * WIDTH)-1:0] rd_s,
    input [(REGIONS * WIDTH)-1:0] region_base,
    input [(REGIONS * WIDTH)-1:0] region_end,
    output logic [REGIONS-1:0] we_s,
    output logic [(REGIONS*WIDTH)-1:0] addr_s,
    output logic [(REGIONS*WIDTH)-1:0] wd_s,
    output logic [WIDTH-1:0] rd_m
);
  logic [WIDTH-1:0] read_addr;
  always @(posedge clk) begin
    read_addr <= addr_m;
  end
  always @(*) begin
    rd_m = 0;
    for (int i = 0; i < REGIONS; i = i + 1) begin
      addr_s[WIDTH*i+:WIDTH] = (addr_m) - region_base[WIDTH*i+:WIDTH];
      if ((addr_m >= region_base[WIDTH*i+:WIDTH]) && (addr_m < region_end[WIDTH*i+:WIDTH])) begin
        we_s[i] = we_m;
        wd_s[WIDTH*i+:WIDTH] = wd_m;
      end else begin
        we_s[i] = 1'b0;
        wd_s[WIDTH*i+:WIDTH] = 32'b0;
      end
      if ((read_addr >= region_base[WIDTH*i+:WIDTH]) && (read_addr < region_end[WIDTH*i+:WIDTH])) begin
        rd_m = rd_s[WIDTH*i+:WIDTH];
      end
    end
  end
endmodule
### /design/flow/run.sh
#!/bin/bash
# OpenROAD 26Q1-2900-gdf79404cd8, Yosys 0.63+post, stock flow scripts
make -C /OpenROAD-flow-scripts/flow DESIGN_CONFIG=/design/flow/config.mk WORK_HOME=/design/flow/orfs finish
### /design/flow/config.mk
export PLATFORM = sky130hd
export DESIGN_NAME = simple_interconnect
export DESIGN_NICKNAME = simple_interconnect
export VERILOG_FILES = /design/flow/design.v
export SDC_FILE = /design/flow/constraint.sdc
export NUM_CORES = 4
export LEC_CHECK = 1
export CORE_AREA = 10 10 356 356
export DIE_AREA = 0 0 366 366
### /design/flow/constraint.sdc
current_design simple_interconnect

set clk_period 26.7
set clk_io_pct 0.2

create_clock -name clk0 -period $clk_period [get_ports {clk}]

set non_clock_inputs [all_inputs -no_clocks]
set_input_delay [expr $clk_period * $clk_io_pct] -clock clk0 $non_clock_inputs
set_output_delay [expr $clk_period * $clk_io_pct] -clock clk0 [all_outputs]
==> flow_summary_export.csv <==
group,metric,value,unit
status,status,"finished, final reports clean",
floorplan,die_y,366,um
synth,top_cell_area_share,35.4,%
global_routing,track_usage,21.1,%
global_routing,grt_overflow,0,
drt,drc,0,
cts,ctsResizeCount,0,
floorplan,fp_util,18.8,%
timing,post-route-min-period,15.86,ns
synth,xor_area_share,5.27,%
global_routing,grt_pass1_vias,26700,
drt,dr_total_vias,26300,
synth,numSynthFlops,32,
drt,drt-met1-wl,58900,um
timing,fin_crit_sh,59.4,%
cts,ctsHoldBuffers,0,
timing,setup_tns,0,ns
floorplan,rows,126,
floorplan,die_w,366,um
synth,mux_share,0,%
synth,top_area_cell,"ha_1",
synth,avgSynthCellArea,7.51,um^2
floorplan,core_area,118000,um^2
drt,wl_met3,8670,um
setup_path,slowest_stage,"clkdlybuf4s50_1",
finish,fill_cells,12700,
drt,viasPerCell,4.77,
drt,routed.top_layer,"met5",
finish,final_area,33900,um^2
flow_run,warnings,25,
synth,topCombFamilyByArea,"adder cells",
finish,top_regs,"read_addr: 32 flops",
drt,drt_iter0_markers,1580,
finish,top_register,"read_addr",
synth,synthArstFlopShare,0,%
timing,slew_violations,0,
placed_design,portBuffers,902,
synth,fa_ha_area_share,35.9,%
timing,fmax,0.0631,GHz
floorplan,ios,903,
setup_path,crit_buf_inv,4,
setup_path,crit_path_end_kind,"output pin",
cts,cts_made_buffers,5,
setup_path,critPathMaxFanout,33,
cts,cts_max_path_buffers,2,
drt,ant_nets,0,
synth,syn_inst,2964,
setup_path,required,21.36,ns
synth,yosys_warnings,1,
setup_path,cpPeakStageDelay,0.81,ns
setup_path,cp-start-kind,"primary input",
power_and_ir_drop,powerDensity,26.5,nW/um^2
global_routing,grt_pass1_wl,201000,um
timing,setup_viol_count_final,0,
setup_path,cp_cell_sequence,"clkdlybuf4s50_1 > inv_1 > fa_1 > nor2b_1 > o2111ai_1 > a31oi_1 > a221o_1 > o21ai_1 > a211o_1 > a31oi_1 > o2111ai_1 > a211oi_4 > buf_4 > and2_1 > clkdlybuf4s50_1",
timing,relSlewSlack,42.8,%
synth,synth_cell_type_count,81,
drt,wirelength,147000,um
finish,area_growth,52.3,%
synth,synthTopCellsByCount,"ha_1 (630), inv_1 (376), a21oi_1 (281), a21o_1 (229), and2_1 (175)",
synth,syn_area,22300,um^2
flow_run,maxCapViolations,0,
finish,drive_gt1_share,3.80,%
setup_path,arrival,10.52,ns
floorplan,die-area,134000,um^2
finish,logic_area,20000,um^2
drt,post_drt_wl_per_cell,26.5,um
cts,htreeDepth,2,
timing,worstMarginPinSlew,0.857,ns
global_routing,grt_max_degree,40,
placed_design,place.gp.congestion,1.01,
drt,dr.pass1.iters,5,
cts,cts_root_buf,"clkbuf_16",
global_routing,antenna_found_initial,54,
placed_design,place_hpwl,131000,um
timing,hold_viol,0,
synth,yosys_cells,2964,
min_path,min_path_type,"primary input to flop",
setup_path,worst-setup-path-type,"primary input to output pin",
synth,ys_seq_share,2.88,%
synth,synth_top_cell_by_count,"ha_1",
power_and_ir_drop,ir_drop,0.0230,mV
cts,postCtsSetupBuffers,0,
cts,clkTransAtPathRegs,0.05,ns
finish,largest_reg_flops,32,
cts,clock-sinks,32,
setup_path,path_delay_family,"AND-OR/OR-AND gates",
finish,seq_area,641,um^2
timing,rsz0062_at_grt,"no",
synth,ys_area,22300,um^2
synth,edf_count,0,
cts,tritoncts,"built",
power_and_ir_drop,p_leak,16.2,nW
synth,ys_sh_aoi,29.8,%
synth,synthFlopType,"dfxtp_1",
synth,ys_sh_simple,18.6,%
synth,synthTopCellsByArea,"ha_1 (35%), a21o_1 (7.7%), inv_1 (6.3%)",
drt,met2_length,72600,um
placed_design,placed_area,33700,um^2
[through the flow]
step / utilization, % / hold slack, ns / cells / worst slack (ns) / power [mW]
floorplan: - / 5.37 / 2964 / 13.39 / 0.394
global placement: 28.4 / 5.94 / 5482 / 10.96 / 0.838
detailed placement: 28.4 / 5.95 / 5482 / 10.92 / 0.841
CTS: 28.6 / 5.64 / 5490 / 10.89 / 0.910
global route: 28.6 / 5.68 / 5511 / 10.51 / 0.975
finish: 28.6 / 5.65 / 5522 / 10.84 / 0.898
[layout by cell type (no fill, tap or decap), types with 74 or more instances in the layout]
cell type          n
nand4_1           84
a21oi_1          280
nand2_1          138
inv_1            376
and2_1           175
buf_4             74
o21ai_0          118
nor2_1           129
ha_1             630
xnor2_1           88
a21o_1           229
clkdlybuf4s50_1  902
[final timing paths]
kind	from	end	slack (ns)	cells past startpoint
worst max-delay path	addr_m[1]	wd_s[58]	10.84	15
worst min-delay path	addr_m[0]	read_addr[0]$_DFF_P_	5.65	1
[final cells by class]
class                      instances  share of cell area [%]
timing repair buffer             976                    28.3
tap                             1600                    5.91
clock buffer                       8                   0.432
multi-input combinational       2498                    59.1
sequential                        32                    1.89
antenna                           32                   0.236
inverter                         376                    4.17
[report_power, final]
part	internal (mW)	leakage (nW)	switching, mW
clock network	0.0373	0.0714	0.0246
registers	0.0504	0.270	0.00823
logic	0.396	15.9	0.382
total	0.483	16.2	0.415
[cell families after synthesis]
logic type | Yosys count
AND-OR/OR-AND | 956
XOR/XNOR | 134
adder cells (fa/ha/maj) | 635
buffers and inverters | 434
flip-flops | 32
AND/OR/NAND/NOR | 773
[routing by layer]
layer	track usage [%]	vias up
li1	-	12800
met1	25.1	12300
met2	37.3	957
met3	3.82	195
met4	7.84	20
met5	0	-
Power figures rest on the tool's default switching activity, not on a simulated workload.
